--- design/flow/config.mk ---
export PLATFORM = sky130hd
export DESIGN_NAME = APB_Slave
export DESIGN_NICKNAME = APB_Slave
export VERILOG_FILES = /design/flow/design.v
export SDC_FILE = /design/flow/constraint.sdc
export NUM_CORES = 4
export LEC_CHECK = 1
export CORE_UTILIZATION = 30
--- design/flow/constraint.sdc ---
current_design APB_Slave

set clk_period 7.7
set clk_io_pct 0.2

create_clock -name clk0 -period $clk_period [get_ports {PCLK}]

set non_clock_inputs [all_inputs -no_clocks]
set_input_delay [expr $clk_period * $clk_io_pct] -clock clk0 $non_clock_inputs
set_output_delay [expr $clk_period * $clk_io_pct] -clock clk0 [all_outputs]
--- design/flow/design.v ---
package axi_lite_pkg;
	localparam ADDR_WIDTH = 32;
	localparam DATA_WIDTH = 32;
	localparam STRB_WIDTH = DATA_WIDTH / 8;
	localparam RESP_OKAY   = 2'b00;
	localparam RESP_EXOKAY = 2'b01;
	localparam RESP_SLVERR = 2'b10;
	localparam RESP_DECERR = 2'b11;
	typedef logic [ADDR_WIDTH - 1 : 0] addr_t;
	typedef logic [DATA_WIDTH - 1 : 0] data_t;
	typedef logic [STRB_WIDTH - 1 : 0] strb_t;
	typedef logic [1 : 0] resp_t;
	typedef struct packed {
		addr_t addr;
		logic valid;
		logic ready;
	} ar_chan_t;
	typedef struct packed {
		data_t data;
		resp_t resp;
		logic valid;
		logic ready;
	} r_chan_t;
	typedef struct packed {
		addr_t addr;
		logic valid;
		logic ready;
	} aw_chan_t;
	typedef struct packed {
		data_t data;
		strb_t strb;
		logic valid;
		logic ready;
	} w_chan_t;
	typedef struct packed {
		resp_t resp;
		logic valid;
		logic ready;
	} b_chan_t;
	typedef struct packed {
		ar_chan_t ar;
		r_chan_t r;
		aw_chan_t aw;
		w_chan_t w;
		b_chan_t b;
	} axi_lite_bus_t;
endpackage
`timescale 1ns/1ps
module APB_Slave
#(parameter [31:0] Start_Addr = 32'd0 ,
  parameter [31:0] End_Addr   = 32'd64 )
(
  input                         PCLK,
  input                         PRESETn,
  input        [32-1:0] PADDR,
  input                         PWRITE,
  input                         PSEL,
  input        [32-1:0] PWDATA,
  output reg   [32-1:0] PRDATA,
  output reg                    PREADY,
  output wire                   SLVERR
);
reg [32-1:0] RAM [0:63];
wire[32-1:0] mod_addr;
reg [1:0] State;
always @(negedge PRESETn or negedge PCLK) begin
  if (PRESETn == 0) begin
    State <= 2'b00;
    PRDATA <= 0;
    PREADY <= 0;
    end
  else begin
    case (State)
      2'b00 : begin
        PRDATA <= 0;
        if (PSEL) begin
          if (PWRITE) begin
            State <= 2'b01;
          end
          else begin
            State <= 2'b10;
          end
        end
      end
      2'b01 : begin
        if (PSEL && PWRITE) begin
          RAM[mod_addr]  <= PWDATA;
          PREADY <=1;          
        end
          State <= 2'b00;
      end
      2'b10 : begin
        if (PSEL && !PWRITE) begin
          PREADY <= 1;
          PRDATA <= RAM[mod_addr];
        end
        State <= 2'b00;
      end
      default: begin
        State <= 2'b00;
      end
    endcase
  end
end 
assign mod_addr = PADDR - Start_Addr;
assign SLVERR = 1'b0;
endmodule
--- design/flow/run.sh ---
#!/bin/bash
# OpenROAD 26Q1-2900-gdf79404cd8, Yosys 0.63+post, stock flow scripts
make -C /OpenROAD-flow-scripts/flow DESIGN_CONFIG=/design/flow/config.mk WORK_HOME=/design/flow/orfs finish
==> load_flow_metrics.sql <==
-- generated from flow reports
INSERT INTO impl_metrics (metric_group, metric, value, unit) VALUES
('outcome', 'status', 'completed', ''),
('logic_synthesis', 'synth.yosys.warnings', '2', ''),
('global_routing', 'grt_overflow_total', '0', ''),
('floorplan', 'die_w', '507', 'um'),
('logic_synthesis', 'largest_area_cell', 'edfxtp_1', ''),
('detailed_routing', 'wire_per_inst', '32.0', 'um'),
('logic_synthesis', 'synth-edff-count', '2048', ''),
('power_and_ir_drop', 'cellLeakagePower', '0.0441', 'uW'),
('place', 'place_hpwl', '219000', 'um'),
('logic_synthesis', 'post_synth.cell_area_avg', '17.8', 'um^2'),
('setup_path', 'critical_path_arrival', '4370', 'ps'),
('logic_synthesis', 'synthAdderAreaFrac', '0', ''),
('finish', 'layout-area-overhead-vs-synth', '39.7', '%'),
('min_path', 'class_of_the_tightest_hold_or_removal_check', 'flop to flop', ''),
('global_routing', 'global_route.usage.met1', '0.237', ''),
('logic_synthesis', 'top_cell_type_s_share_of_synthesized_area', '0.804', ''),
('clocking', 'cts_tree', 'built', ''),
('setup_path', 'timing_worst_setup_path_type', 'input port to flop', ''),
('logic_synthesis', 'synth-seq-area-share', '0.815', ''),
('detailed_routing', 'drt_drc_violations_left', '0', ''),
('global_routing', 'grt_first_pass_wirelength', '464000', 'um'),
('run', 'timing.max_cap.violations', '0', ''),
('detailed_routing', 'routed_wirelength', '346000', 'um'),
('logic_synthesis', 'synth_area', '0.0765', 'mm^2'),
('clocking', 'numClockSinks', '2084', ''),
('power_and_ir_drop', 'max-vdd-ir-drop', '0.000219', 'V'),
('global_routing', 'gr-usage-all-layers', '0.288', ''),
('clocking', 'worst_skew_pair.late_latency', '840', 'ps'),
('global_routing', 'met2_usage', '0.387', ''),
('clocking', 'cts_inserted_buffers', '214', ''),
('sta', 'report.final.hold_viol_count', '0', ''),
('clocking', 'hold_buffer_count_at_cts', '0', ''),
('finish', 'final_core_util', '0.421', ''),
('sta', 'worst-slew-pin-transition', '1470', 'ps'),
('clocking', 'cts_max_level', '4', ''),
('power_and_ir_drop', 'powerDensity', '268', 'mW/mm^2'),
('logic_synthesis', 'yosys-mux-area-fraction', '0.00214', ''),
('setup_path', 'critPathLaunchType', 'input port', ''),
('clocking', 'ctsLongestPathBuffers', '3', ''),
('global_routing', 'grt_most_used_layer', 'met2', ''),
('global_routing', 'vias_in_the_first_global_route', '62100', ''),
('sta', 'count_of_endpoints_failing_setup_in_the_final_report', '0', ''),
('sta', 'setup_repair_after_global_routing_missed_its_margin', 'no', ''),
('logic_synthesis', 'netlist_instances', '4305', ''),
('logic_synthesis', 'area_fraction_in_and_or_nand_and_nor_cells', '0.0696', ''),
('floorplan', 'chipHeight', '507', 'um'),
('clocking', 'post-cts-setup-buffers', '0', ''),
('detailed_routing', 'via_per_inst', '5.33', ''),
('logic_synthesis', 'count_of_distinct_cell_types_in_the_synthesized_netlist', '66', ''),
('setup_path', 'required_time_reported_for_the_critical_path_endpoint', '4430', 'ps'),
('global_routing', 'maximum_number_of_pins_on_one_net_before_global_route_repair', '65', ''),
('finish', 'lay_top_cells', 'inv_1, edfxtp_1, a22oi_1, buf_4, buf_12', ''),
('floorplan', 'placement_rows', '185', ''),
('clocking', 'library_cell_used_as_clock_root_buffer', 'clkbuf_16', ''),
('detailed_routing', 'detailroute.via_count', '57600', ''),
('finish', 'most_frequent_standard_cell_in_the_layout_excluding_fill_and_tap_cells', 'inv_1', ''),
('sta', 'slew-limit-headroom', '0.0194', ''),
('logic_synthesis', 'yosys-stat-cells', '4305', ''),
('logic_synthesis', 'synthXorXnorAreaFrac', '0', ''),
('setup_path', 'path_max_fanout', '13', ''),
('logic_synthesis', 'synth_flops', '2084', ''),
('place', 'detailedPlace.worstSlack', '-933', 'ps'),
('logic_synthesis', 'synth_top_flop_cell', 'edfxtp_1', ''),
('logic_synthesis', 'synth.top_cells.by_area', 'edfxtp_1, a22oi_1, and3_1', ''),
('logic_synthesis', 'synth-async-reset-ratio', '0.0173', ''),
('place', 'buffer_ports.inserted', '74', ''),
('sta', 'setup_ws', '57.0', 'ps'),
('sta', 'timing.final.max_slew_violations', '0', ''),
('detailed_routing', 'drtIter0Drc', '5010', ''),
('detailed_routing', 'antenna_violating_nets_post_route', '0', ''),
('floorplan', 'floorplan.core_area', '0.254', 'mm^2');
## logic make-up (layout without fill, tap and decap cells)
family	Yosys count	count (layout)
AND/OR/NAND/NOR	956	956
buffers and inverters	264	3392
multiplexers	16	16
AND-OR/OR-AND	984	984
flip-flops	2084	2084
other	1	11
## final cells by class
class,count,area [um^2],area share
clock buffer,235,5610,0.0525
tap,3366,4210,0.0394
sequential,2084,62400,0.583
inverter,2,7.51,0.0000702
multi-input combinational,1957,14100,0.132
clock inverter,2215,9750,0.0912
antenna,10,25.0,0.000234
timing repair buffer,940,10900,0.101
## through the flow
step / power, uW / cells / instance area [um^2]
after floorplan: 14500 / 4305 / 76700
after global placement: 15100 / 8350 / 91500
after detailed placement: 15100 / 8350 / 91500
after CTS: 28800 / 10800 / 107000
after global routing: 30200 / 10800 / 107000
final: 28600 / 10800 / 107000
## synthesized netlist by cell type (all sizes together), types with 20 or more instances
master / count
a2111oi: 75
a21oi: 37
a222oi: 20
a22o: 56
a22oi: 680
and3: 228
buf: 84
clkbuf: 177
dfrtn: 35
edfxtp: 2048
nand2: 160
nand3: 131
nand4: 135
nor2: 128
nor3: 32
nor4: 47
o21ai: 39
## worst paths after layout
kind / startpoint / to / slack [ps] / cells after the start
worst max-delay path: PADDR[3] / PRDATA[31] / 60 / 10
min in group asynchronous: PRESETn / PRDATA[0] / 4700 / 2
worst max register to register: RAM[7][17] / PRDATA[17] / 5110 / 8
worst min register to register: PREADY / PREADY / 410 / 1
worst min-delay path: PREADY / PREADY / 410 / 1
max in group asynchronous: PRESETn / PRDATA[4] / 1870 / 3
## power by group
group          internal [uW]  switching, uW  total (uW)
Combinational            267            593         860
Sequential             12600           7.07       12600
Clock                   7970           7230       15200
## repair_timing
action,CTS,global route
endpoints found under the hold margin,0,0
gates cloned,0,0
setup endpoints to repair,2,5
gates resized,2,5
## state kept, by name (all words and copies together) (netlist names)
| name | cells |
|---|---|
| PRDATA | 32 |
| PREADY | 1 |
| RAM | 2048 |
| State | 3 |
## routing by layer
layer,vias to the layer above,part of all wire,wire (um)
met2,5462,0.43,147000
met1,26800,0.27,91600
met5,-,0.0098,3400
li1,23900,-,-
met3,1297,0.23,78200
met4,122,0.073,25100
## critical path: stages
cell       delay, ps
buf_2            320
buf_4            230
nor4b_2           70
buf_12           170
and3_1           180
a2111oi_0        730
nand3_1          460
nor4_1           430
buf_4            160
a32oi_1           70
Power and IR drop assume default switching activity.
